**./design.v**
```verilog
`timescale 1ns/1ps
module control_unit(timing_enable, inc_road, clear_index, inc_index, load_counter, shift_reg, clear, light_valid, counter_zero, clk, reset, start);
    parameter S_IDLE = 3'b111;
    parameter S_RED_1 = 3'b000;
    parameter S_YELLOW_1 = 3'b001;
    parameter S_GREEN = 3'b010;
    parameter S_YELLOW_2 = 3'b011;
    parameter S_RED_2 = 3'b100;
    parameter states = 6;        
    parameter roads = 4;         
    parameter lights = 5;        
    parameter count_max = 15;     
    localparam states_size = $clog2(states);
    localparam roads_size = $clog2(roads);
    localparam lights_size = $clog2(lights);
    localparam counter_size = $clog2(count_max);
    output reg timing_enable;
    output reg inc_road;
    output reg clear_index;
    output reg inc_index;
    output reg load_counter;
    output reg shift_reg;
    output reg clear;
    output reg light_valid;
    input counter_zero;
    input clk;
    input reset;
    input start;
    reg [states_size-1:0] state, next_state;
    always @(posedge clk) begin
        if (reset == 1'b1) begin
            state <= S_IDLE;
        end else begin
            state <= next_state;
        end
    end
    always @(state, start, counter_zero) begin
        clear = 0;
        inc_index = 0;
        clear_index = 0;
        inc_road = 0;
        load_counter = 0;
        timing_enable = 0;
        shift_reg = 0;
        light_valid = 0;
        case(state)
            S_IDLE: begin
                if (start == 1'b1) begin
                    load_counter = 1;
                    timing_enable = 1;
                    next_state = S_RED_1;
                end else begin
                    next_state = S_IDLE;
                end
            end
            S_RED_1: begin
                if (counter_zero == 1'b1) begin
                    load_counter = 1;
                    timing_enable = 1;
                    inc_index = 1;
                    shift_reg = 1;
                    light_valid = 1;
                    next_state = S_YELLOW_1;
                end else begin
                    next_state = S_RED_1;
                end
            end
            S_YELLOW_1: begin
                if (counter_zero == 1'b1) begin
                    load_counter = 1;
                    timing_enable = 1;
                    inc_index = 1;
                    shift_reg = 1;
                    light_valid = 1;
                    next_state = S_GREEN;
                end else begin
                    next_state = S_YELLOW_1;
                end
            end
            S_GREEN: begin
                if (counter_zero == 1'b1) begin
                    load_counter = 1;
                    timing_enable = 1;
                    inc_index = 1;
                    shift_reg = 1;
                    light_valid = 1;
                    next_state = S_YELLOW_2;
                end else begin
                    next_state = S_GREEN;
                end
            end
            S_YELLOW_2: begin
                if (counter_zero == 1'b1) begin
                    load_counter = 1;
                    timing_enable = 1;
                    clear_index = 1;
                    shift_reg = 1;
                    light_valid = 1;
                    next_state = S_RED_2;
                end else begin
                    next_state = S_YELLOW_2;
                end
            end
            S_RED_2: begin
                if (counter_zero == 1'b1) begin
                    load_counter = 1;
                    timing_enable = 1;
                    clear_index = 1;
                    inc_road = 1;
                    shift_reg = 1;
                    light_valid = 1;
                    next_state = S_RED_1;
                end else begin
                    next_state = S_RED_2;
                end
            end
            default: begin
                clear = 1;
                next_state = S_RED_1;
            end
        endcase
    end
endmodule
```
**./run.sh**
```bash
#!/bin/bash
# OpenROAD 26Q1-2900-gdf79404cd8, Yosys 0.63+post, stock flow scripts
make -C /OpenROAD-flow-scripts/flow DESIGN_CONFIG=/design/flow/config.mk WORK_HOME=/design/flow/orfs finish
```
**./config.mk**
```make
export PLATFORM = sky130hd
export DESIGN_NAME = control_unit
export DESIGN_NICKNAME = control_unit
export VERILOG_FILES = /design/flow/design.v
export SDC_FILE = /design/flow/constraint.sdc
export NUM_CORES = 4
export LEC_CHECK = 1
export CORE_AREA = 10 10 70 70
export DIE_AREA = 0 0 80 80
```
**./constraint.sdc**
```tcl
current_design control_unit

set clk_period 2.3
set clk_io_pct 0.2

create_clock -name clk0 -period $clk_period [get_ports {clk}]

set non_clock_inputs [all_inputs -no_clocks]
set_input_delay [expr $clk_period * $clk_io_pct] -clock clk0 $non_clock_inputs
set_output_delay [expr $clk_period * $clk_io_pct] -clock clk0 [all_outputs]
```
==> flow_metrics.env <==
# implementation run metrics
export IMPL_status="finished, final reports clean"
export IMPL_gp_congestion=0.736
export IMPL_ys_types=15
export IMPL_yosysChipArea_um2=292
export IMPL_synth_warnings=1
export IMPL_min_path_type="flop to flop"
export IMPL_mostFrequentLayoutCells="11 x clkdlybuf4s50_1, 6 x dfxtp_1, 5 x nor2_1, 5 x mux2i_1, 3 x clkbuf_4"
export IMPL_rows=21
export IMPL_top_register="state"
export IMPL_crit_fanout=3
export IMPL_slew_viol_final=0
export IMPL_die_x_um=80
export IMPL_wl_per_cell_um=6.73
export IMPL_avgViaCountPerCell=2.75
export IMPL_io_pins=12
export IMPL_synth_seq_cells=6
export IMPL_vdd_drop_max_uv=92.7
export IMPL_routed_wl_um=599
export IMPL_dp_cells=86
export IMPL_hold_violations=0
export IMPL_r2r_end="state[1]"
export IMPL_ys_seq_share_pct=41.2
export IMPL_grt_pass1_wl_um=917
export IMPL_hpwl_um=496
export IMPL_path_class="primary input to output port"
export IMPL_core_area_um2=3420
export IMPL_timing_critical_path_from_type="primary input"
export IMPL_r2r_start="state[2]"
export IMPL_drc=0
export IMPL_area_delta_synth_final_pct=60.9
export IMPL_die_h_um=80
export IMPL_path_clk_slew_ns=0.04
export IMPL_hold_path_depth=1
export IMPL_drt_iter0_markers=11
export IMPL_ys_cells=31
export IMPL_clkSinkCount=6
export IMPL_skew_ns=0.00219
export IMPL_port_buffers=11
export IMPL_chip_area_um2=6400
export IMPL_syn_avg_cell_area_um2=9.40
export IMPL_grt_pass1_vias=230
export IMPL_slew_limit_headroom_pct=81.1
export IMPL_postRouteAntennaNets=0
export IMPL_p_leak_nw=0.180
export IMPL_finalNonFillerCells=89
export IMPL_ctsLongestPathBuffers=2
export IMPL_syn_area_um2=292
export IMPL_tool_warnings=25
export IMPL_worst_ep_arrival_time_ns=1.73
export IMPL_rsz0062_at_grt="false"
export IMPL_drive_above_1_share_pct=14.0
export IMPL_fin_crit_sh_pct=95.4
export IMPL_r2r_cells=2
export IMPL_finalSetupViolations=0
export IMPL_fin_crit_ns=2.19
export IMPL_worst_pin_slew_ns=0.282
export IMPL_clk_insertion_delay_late_ns=0.23
export IMPL_largest_reg_flops=6
export IMPL_vias=245
export IMPL_holdWs_ns=0.496
export IMPL_cts_inserted_buffers=3
export IMPL_diodes=0
export IMPL_cts_tree="built"
export IMPL_worstHoldStart="state[0]"
export IMPL_top_regs="state x6"
export IMPL_fp_util_pct=8.53
export IMPL_htreeDepth=1
export IMPL_layout_top_cell="clkdlybuf4s50_1"
export IMPL_cts_root_buf="clkbuf_4"
export IMPL_drtPass1Iterations=4
export IMPL_holdPathEnd="state[0]"
export IMPL_rrSetupSlack_ns=1.65
export IMPL_grt_max_degree=7
export IMPL_required_ns=1.84
export IMPL_maxCapViolations=0
export IMPL_max_freq_mhz=456
export IMPL_track_usage_pct=1.65
export IMPL_cp_end_kind="output port"
export IMPL_cellPowerDensity_nw_per_um2=521
export IMPL_antenna_found_initial=0
export IMPL_grt_ovfl_total=0
export IMPL_synth_cells=31
export IMPL_cts_setup_buffers=0
export IMPL_finalSetupTns_ns=0
[synth_stat cells]
library cell  n  area, µm²
dfxtp_1       6        120
mux2i_1       5       50.1
nor2_1        5       18.8
a21oi_1       2       10.0
buf_4         2       15.0
nor2b_1       2       12.5
a21boi_0      1       7.51
a21o_1        1       7.51
a31oi_1       1       6.26
and2_1        1       6.26
and3b_1       1       8.76
buf_6         1       11.3
inv_1         1       3.75
nand2_1       1       3.75
nor3_2        1       10.0
[metal layers]
metal  share of wire (%)  wire [µm]  track usage, %
met4                 1.3          8           0.704
met2                  38        230            2.73
met1                  46        276            1.74
met5                   0          0               0
met3                  14         85           0.795
[power by group]
| group | internal (W) | switching [W] |
|---|---|---|
| clock network | 0.0000586 | 0.0000315 |
| registers | 0.000108 | 0.00000308 |
| logic | 0.0000298 | 0.0000134 |
| total | 0.000197 | 0.0000480 |
[how the worst max path moves through the flow]
stage	startpoint	end	slack [ns]	cells after the start
after CTS	counter_zero	light_valid	0.06	3
after global routing	start	timing_enable	0.03	4
final	start	timing_enable	0.11	4
[timing repair]
action,CTS,global route
hold endpoints to repair,0,0
resized,0,2
setup endpoints to repair,0,3
hold buffers,0,0
[metrics by stage]
step	worst slack (ns)	total power, W	util (%)	instance area, µm²
6_report	0.105	0.000245	13.7	469
5_1_grt	0.0305	0.000262	13.7	469
4_1_cts	0.0609	0.000250	13.6	463
3_5_place_dp	0.0557	0.000155	12.9	440
3_3_place_gp	0.0839	0.000155	12.9	440
2_1_floorplan	0.989	0.000133	-	292
[area by class of cell]
| class | instances | area (µm²) |
|---|---|---|
| fillers | 391 | 2950 |
| multi-input cells | 21 | 148 |
| inverters | 1 | 3.75 |
| clock buffers | 3 | 22.5 |
| repair buffers | 12 | 118 |
| flip-flops and latches | 6 | 120 |
| well taps | 46 | 57.6 |
[critical path, stage by stage]
cell and delay [ns]:
clkdlybuf4s50_1 0.50, nand2_1 0.09, a31oi_2 0.20, clkdlybuf4s50_1 0.49
[cell families after synthesis]
group                  after synthesis  share of synthesized area, %
buffers and inverters                4                          10.3
multiplexers                         5                          17.2
AND-OR/OR-AND                        5                          10.7
flip-flops                           6                          41.2
AND/OR/NAND/NOR                     11                          20.6
Power is estimated from default activity; no workload was simulated.
